==> flow/design.v <==
module CONTROLLER(
	input [5:0] OPCode,FCode,
	output [4:0] AluCtr,
	output AluMUX1,AluMUX2,RegWrite,MemWrite,selectReg,MemtoReg,
	output [1:0] Branch);	
	parameter R_TYPE=6'b000000;
	parameter ADD = 6'b100000;
	parameter SUB = 6'b100010;
	parameter AND = 6'b100100;
	parameter OR  = 6'b100101;
	parameter SRA = 6'b000011;
	parameter SRL = 6'b000010;
	parameter SLL = 6'b000000;
	parameter SLLV= 6'b000100;
	parameter SLT = 6'b101010;
	parameter ADDI = 6'b001000;
	parameter ADDIU= 6'b001001;
	parameter ANDI = 6'b001100;
	parameter ORI  = 6'b001101;
	parameter LUI  = 6'b001111;
	parameter SLTIU= 6'b001011;
	parameter SLTI = 6'b001010;
	parameter BEQ  = 6'b000100;
	parameter BNE  = 6'b000101;
	parameter LW   = 6'b100011;
	parameter SW   = 6'b101011;
	parameter JUMP = 6'b000010;
	assign AluCtr=
		(OPCode==R_TYPE && FCode == ADD) ? 5'b00000:
		(OPCode==R_TYPE && FCode == SUB) ? 5'b00001:
		(OPCode==R_TYPE && FCode == AND) ? 5'b00010:
		(OPCode==R_TYPE && FCode == OR)  ? 5'b00011:
		(OPCode==R_TYPE && FCode == SRA) ? 5'b00100:
		(OPCode==R_TYPE && FCode == SRL) ? 5'b00101:
		(OPCode==R_TYPE && FCode == SLL) ? 5'b00110:
		(OPCode==R_TYPE && FCode == SLLV)? 5'b00111:
		(OPCode==R_TYPE && FCode == SLT) ? 5'b01000:
		(OPCode==ADDI) ? 5'b01001:
		(OPCode==ADDIU)? 5'b01010:
		(OPCode==ANDI) ? 5'b01011:
		(OPCode==ORI) ?  5'b01100:
		(OPCode==LUI) ?  5'b01101:
		(OPCode==SLTIU)? 5'b01110:
		(OPCode==SLTI) ? 5'b01111:
		(OPCode==BEQ)  ? 5'b10000:
		(OPCode==BNE)  ? 5'b10001:
		(OPCode==LW)   ? 5'b10010:
		(OPCode==SW)   ? 5'b10011:	5'bx; 
	assign AluMUX1=
		(OPCode==R_TYPE && FCode == ADD) ? 1'b0:
		(OPCode==R_TYPE && FCode == SUB) ? 1'b0:
		(OPCode==R_TYPE && FCode == AND) ? 1'b0:
		(OPCode==R_TYPE && FCode == OR)  ? 1'b0:
		(OPCode==R_TYPE && FCode == SRA) ? 1'b1:
		(OPCode==R_TYPE && FCode == SRL) ? 1'b1:
		(OPCode==R_TYPE && FCode == SLL) ? 1'b1:
		(OPCode==R_TYPE && FCode == SLLV)? 1'b0:
		(OPCode==R_TYPE && FCode == SLT) ? 1'b0:
		(OPCode==ADDI) ? 1'b0:
		(OPCode==ADDIU)? 1'b0:
		(OPCode==ANDI) ? 1'b0:
		(OPCode==ORI) ?  1'b0:
		(OPCode==LUI) ?  1'bx: 
		(OPCode==SLTIU)? 1'b0:
		(OPCode==SLTI) ? 1'b0:
		(OPCode==BEQ)  ? 1'b0:
		(OPCode==BNE)  ? 1'b0:
		(OPCode==LW)   ? 1'b0:
		(OPCode==SW)   ? 1'b0:	1'bx; 
	assign AluMUX2=
		(OPCode==R_TYPE && FCode == ADD) ? 1'b0:
		(OPCode==R_TYPE && FCode == SUB) ? 1'b0:
		(OPCode==R_TYPE && FCode == AND) ? 1'b0:
		(OPCode==R_TYPE && FCode == OR)  ? 1'b0:
		(OPCode==R_TYPE && FCode == SRA) ? 1'b0:
		(OPCode==R_TYPE && FCode == SRL) ? 1'b0:
		(OPCode==R_TYPE && FCode == SLL) ? 1'b0:
		(OPCode==R_TYPE && FCode == SLLV)? 1'b0:
		(OPCode==R_TYPE && FCode == SLT) ? 1'b0:
		(OPCode==ADDI) ? 1'b1:
		(OPCode==ADDIU)? 1'b1:
		(OPCode==ANDI) ? 1'b1:
		(OPCode==ORI) ?  1'b1:
		(OPCode==LUI) ?  1'b1: 
		(OPCode==SLTIU)? 1'b1:
		(OPCode==SLTI) ? 1'b1:
		(OPCode==BEQ)  ? 1'b0:
		(OPCode==BNE)  ? 1'b0:
		(OPCode==LW)   ? 1'b1:
		(OPCode==SW)   ? 1'b1:	1'bx; 
	assign RegWrite=(OPCode != BEQ && OPCode != BNE && OPCode != SW && OPCode != JUMP) ? 1'b1: 1'b0;
	assign MemWrite=(OPCode == SW)? 1'b1: 1'b0;
	assign selectReg=(OPCode == R_TYPE) ? 1'b1: 1'b0;
	assign Branch=
		(OPCode == BEQ) ? 2'b00:
		(OPCode == BNE) ? 2'b01:
		(OPCode == JUMP) ? 2'b10: 2'b11;
	assign MemtoReg= (OPCode == LW) ? 1'b1: 1'b0;
endmodule
==> flow/run.sh <==
#!/bin/bash
# OpenROAD 26Q1-2900-gdf79404cd8, Yosys 0.63+post, stock flow scripts
make -C /OpenROAD-flow-scripts/flow DESIGN_CONFIG=/design/flow/config.mk WORK_HOME=/design/flow/orfs finish
==> flow/config.mk <==
export PLATFORM = sky130hd
export DESIGN_NAME = CONTROLLER
export DESIGN_NICKNAME = CONTROLLER
export VERILOG_FILES = /design/flow/design.v
export SDC_FILE = /design/flow/constraint.sdc
export NUM_CORES = 4
export LEC_CHECK = 1
export CORE_AREA = 10 10 70 70
export DIE_AREA = 0 0 80 80
==> flow/constraint.sdc <==
current_design CONTROLLER

set clk_period 4.8
set clk_io_pct 0.2

create_clock -name clk0 -period $clk_period

set non_clock_inputs [all_inputs -no_clocks]
set_input_delay [expr $clk_period * $clk_io_pct] -clock clk0 $non_clock_inputs
set_output_delay [expr $clk_period * $clk_io_pct] -clock clk0 [all_outputs]
==> out/metrics.json <==
{
  "seq_cells": {"value": 0},
  "worst_slew_margin_rel": {"value": 75.7, "unit": "%"},
  "initial_drc_count": {"value": 74},
  "crit_path_top_delay_cell": {"value": "sky130_fd_sc_hd__clkdlybuf4s50_1"},
  "vias": {"value": 542},
  "cp.arrival": {"value": 2.86, "unit": "ns"},
  "worstPathMaxFanout": {"value": 10},
  "cells_after_synthesis": {"value": 67},
  "yosys.cell_types.count": {"value": 33},
  "max_cap_violation_count": {"value": 0},
  "total_number_of_warnings_across_the_stage_logs": {"value": 32},
  "setup_viol_count_final": {"value": 0},
  "worst-slew-pin-transition": {"value": 0.364, "unit": "ns"},
  "via_count_of_the_first_global_routing_pass": {"value": 497},
  "min-delay-path-class": {"value": "in -> out"},
  "number_of_diodes_added_for_antenna_fixing": {"value": 0},
  "ctsHoldBuffers": {"value": 0},
  "port_buffers": {"value": 25},
  "wl_per_cell": {"value": 10.9, "unit": "um"},
  "totalNegativeSetupSlack": {"value": 0, "unit": "ns"},
  "dp_slack": {"value": 0.999, "unit": "ns"},
  "dp.final_hpwl": {"value": 1220, "unit": "um"},
  "crit_path_cell_chain": {"value": "clkdlybuf4s50_1 > nor2_2 > nand3_2 > or3_4 > o21bai_1 > clkdlybuf4s50_1"},
  "postCtsSetupBuffers": {"value": 0},
  "groute.usage.overall": {"value": 4.16, "unit": "%"},
  "final_cell_mix": {"value": "sky130_fd_sc_hd__clkdlybuf4s50_1, sky130_fd_sc_hd__nor2_1, sky130_fd_sc_hd__nand2_1"},
  "totalWireLength": {"value": 1450, "unit": "um"},
  "wire_length_of_the_first_global_routing_pass": {"value": 2250, "unit": "um"},
  "ys_cells": {"value": 67},
  "worst_slack": {"value": 0.981, "unit": "ns"},
  "final_antenna_net_count": {"value": 0},
  "finalCriticalPeriod": {"value": 3.82, "unit": "ns"},
  "layout-drive-gt1-share": {"value": 6.90, "unit": "%"},
  "crit_family": {"value": "buffers and inverters"},
  "io_pins": {"value": 25},
  "status": {"value": "completed"},
  "initial_antenna_violation_count": {"value": 0},
  "area_leaders": {"value": "sky130_fd_sc_hd__buf_6, sky130_fd_sc_hd__nor2_1, sky130_fd_sc_hd__nand2_1"},
  "timing.critical_path.slowest_cell_delay": {"value": 0.59, "unit": "ns"},
  "place.gp.congestion": {"value": 0.802},
  "grt_setup_unrepaired": {"value": "no"},
  "crit_path_start": {"value": "OPCode[0]"},
  "cp-start-kind": {"value": "input pin"},
  "end_kind": {"value": "primary output"},
  "synth_sequential_area_ratio": {"value": 0, "unit": "%"},
  "drc": {"value": 0},
  "most_used_cell_along_the_critical_path": {"value": "sky130_fd_sc_hd__clkdlybuf4s50_1"},
  "placeableCoreArea": {"value": 3420, "unit": "um2"},
  "areaGrowthSynthToFinish": {"value": 60.2, "unit": "%"},
  "post_cts_resized": {"value": 0},
  "worst-setup-path-type": {"value": "in -> out"},
  "hold_viol_final": {"value": 0},
  "floorplanUtilization": {"value": 12.4, "unit": "%"},
  "crit_required": {"value": 3.84, "unit": "ns"},
  "synth_chip_area": {"value": 424, "unit": "um2"},
  "fmaxAchievable": {"value": 0.262, "unit": "GHz"},
  "power.ir.vdd_worst": {"value": 0.00788, "unit": "mV"},
  "post-layout-total-power": {"value": 0.0000401, "unit": "W"},
  "drt-pass1-iter-count": {"value": 2},
  "power.static_leakage": {"value": 0.222, "unit": "nW"},
  "yosysWarnings": {"value": 0},
  "layout.cells.most_common": {"value": "sky130_fd_sc_hd__clkdlybuf4s50_1"},
  "maxSlewViolCount": {"value": 0},
  "final_period_utilization": {"value": 79.6, "unit": "%"},
  "hold_path.startpoint": {"value": "FCode[3]"},
  "die_height": {"value": 80, "unit": "um"},
  "final.fill_count": {"value": 393},
  "power.density_cell_area": {"value": 59.0, "unit": "nW/um2"},
  "num-clock-buffers": {"value": 0},
  "largest_net_degree_at_the_start_of_global_routing": {"value": 12},
  "grt-ovfl-total": {"value": 0},
  "viasPerCell": {"value": 4.08},
  "horizontal_die_dimension": {"value": 80, "unit": "um"},
  "timing.critical_path.buf_inv": {"value": 2},
  "syn_area_per_cell": {"value": 6.33, "unit": "um2"},
  "rows": {"value": 21},
  "synth_area_leader_cell": {"value": "sky130_fd_sc_hd__buf_6"},
  "floorplan.die_area": {"value": 6400, "unit": "um2"},
  "post-synth-top-area-fraction": {"value": 10.6, "unit": "%"},
  "seq_area": {"value": 0, "unit": "um2"},
  "post_synth_instance_area": {"value": 424, "unit": "um2"}
}
[stage by stage]
stage | hold WS [ns] | std cells | utilization (%) | cell area (um2)
finish | 3.01 | 133 | 19.9 | 679
detailed placement | 3.02 | 133 | 19.9 | 679
floorplan | 1.96 | 67 | - | 424
global route | 3.07 | 133 | 19.9 | 679
global placement | 3.01 | 133 | 19.9 | 679
CTS | 3.02 | 133 | 19.9 | 679
[synth_stat cells, types with 2 or more instances]
cell type	instances
sky130_fd_sc_hd__nor2b_1	2
sky130_fd_sc_hd__nand4_1	2
sky130_fd_sc_hd__nor3_1	2
sky130_fd_sc_hd__a31oi_1	2
sky130_fd_sc_hd__nand2_1	7
sky130_fd_sc_hd__inv_1	4
sky130_fd_sc_hd__a32oi_1	3
sky130_fd_sc_hd__o21ai_0	5
sky130_fd_sc_hd__buf_6	4
sky130_fd_sc_hd__a21oi_1	2
sky130_fd_sc_hd__nor2_1	11
sky130_fd_sc_hd__a211oi_1	2
[power breakdown]
part / total, W / switching (W) / internal [W]
registers: 0 / 0 / 0
logic: 0.0000401 / 0.0000188 / 0.0000213
clock network: 0 / 0 / 0
total: 0.0000401 / 0.0000188 / 0.0000213
[cell type report]
| type | count | area, um2 | area share (%) |
|---|---|---|---|
| timing repair buffer | 25 | 250 | 36.8 |
| tap | 46 | 57.6 | 8.47 |
| multi-input combinational | 58 | 357 | 52.5 |
| inverter | 4 | 15.0 | 2.21 |
[cell families after synthesis]
family          count (synthesis)  share of synthesized area, %
buf+inv                         9                          15.9
simple gates                   37                          50.7
compound gates                 21                          33.3
[final timing paths]
path                    end  slack [ns]  cells past startpoint
hold / removal    AluCtr[3]        3.01                      4
setup / recovery  AluCtr[3]        0.98                      6
[per-layer routing]
layer	vias up	GRT usage, %	wire (um)
met3	0	1.02	105
li1	285	-	-
met1	245	5.34	676
met4	0	0	0
met2	12	7.22	664
met5	-	0	0
[worst min-delay path: stages]
cell and delay (ns):
sky130_fd_sc_hd__clkdlybuf4s50_1 0.48, sky130_fd_sc_hd__nand4_1 0.13, sky130_fd_sc_hd__o21bai_1 0.06, sky130_fd_sc_hd__clkdlybuf4s50_1 0.42
Power is estimated from default activity; no workload was simulated.
