<file path="flow/config.mk">
export PLATFORM = sky130hd
export DESIGN_NAME = REGMemory
export DESIGN_NICKNAME = REGMemory
export VERILOG_FILES = /design/flow/design.v
export SDC_FILE = /design/flow/constraint.sdc
export NUM_CORES = 4
export LEC_CHECK = 1
export CORE_UTILIZATION = 30
</file>
<file path="flow/constraint.sdc">
current_design REGMemory

set clk_period 11.0
set clk_io_pct 0.2

create_clock -name clk0 -period $clk_period

set non_clock_inputs [all_inputs -no_clocks]
set_input_delay [expr $clk_period * $clk_io_pct] -clock clk0 $non_clock_inputs
set_output_delay [expr $clk_period * $clk_io_pct] -clock clk0 [all_outputs]
</file>
<file path="flow/design.v">
module REGMemory(input [4:0] readReg1,readReg2,writeReg,
							input [31:0] writeData,
							input write,
							output reg [31:0] readData1,readData2);
	reg [31:0] RMEM [0:31];
	always @(readReg1 or readReg2 or writeReg or writeData or write)
	begin
		readData1 = RMEM[readReg1];
		readData2 = RMEM[readReg2];
		if(write == 1'b1 && writeReg != 5'b00000) begin
			RMEM[writeReg] = writeData;	
		end		
	end	
endmodule 
</file>
<file path="flow/run.sh">
#!/bin/bash
# OpenROAD 26Q1-2900-gdf79404cd8, Yosys 0.63+post, stock flow scripts
make -C /OpenROAD-flow-scripts/flow DESIGN_CONFIG=/design/flow/config.mk WORK_HOME=/design/flow/orfs finish
</file>
==> notes.md <==
flow finished, numbers: Post-synth area hogs dlxtn_1 53%, a22oi_1 17%, nand2_1 2.7%, nor2_1 2.3%, mux2i_1 2.2%, top logic cell by instance count in the layout dlxtn_1, max reg flops between 1k and 1.5k, Critical Path Sink Type output pin, DR iter-0 viols 5491, Psw approximately 600 µW, Post-Route WL ~210000 µm, via count 33.8k, area leader, netlist dlxtn_1, post-CTS setup buffers 0, GRT Total Usage 43.1%, hpwl dp 132000 µm, Tightest Pin Transition 1.21 ns, Layout fillers 9792, Placed Area 33000 µm², yosys stat cell total about 3.2k, fin area 33000 µm², tool warning count 32, first-pass GRT wire length 279000 µm, register pins left without a clock 1024, endpoints left unconstrained between 1k and 1.5k, Registers, synthesis approximately 1.0k, logic area around 13000 µm², row count 114, initial core utilization 30.2%, main flop type dlxtn_1, internal power around 500 µW, post-CTS sizing 0, drt pass-1 iters 11, Final WS setup 2.25 ns, Final Hold Vio Count 0, hold crit path type input port to output pin, Unique masters post-synth about 70, cells after synthesis ~3.2k, pre-CTS setup slack around 2.6 ns, initial antenna violation count 18, area grow syn2layout 13.1%, Avg WL per Cell 46.1 µm, EDFF count, synth 0, crit path kind input port to output pin, setup TNS 0 ns, CP startpoint readReg2[4], Final min period 8.75 ns, status finished clean, Avg Cell Area, Syn 9.21 µm², maximum clock frequency between 0.1 and 0.15 GHz, Via density 7.36, Ys Warns 2, largest net degree at the start of global routing 41, IO Pins ~110, maxcap violations 0, Rel. slew slack 18.9%, Slew Viols, Final 0, vias in the first global route 32.3k, Die ar. 98600 µm², ANT nets after route 0, Setup violations, final 0, WP data arrival between 6 and 7 ns, maximum fanout along the worst path 40, Reg area about 15000 µm², ratio of cells with drive above 1 in the final layout 10.8%, top area contributor share roughly 53%, Core Footprint between 90000 and 100000 µm², YS chip area 29200 µm², Sw Share 54.4%, final period utilization 79.6%, critical path data required time 8.80 ns, RePlAce Congestion 1.10, Die H 314 µm, cell area after synthesis 29200 µm², Critical Path End readData2[24], # DRC 0, VDD IR-drop max 15.7 µV, global route overflow 0, Post-synth ARST share 0%, Die Wd 314 µm, CP startpoint kind input port, Pwr Density 33.6 nW/µm², RSZ-0062 raised after global routing no, most instantiated logic cells after routing 1024 x dlxtn_1, 662 x a22oi_1, 213 x buf_4, 178 x nand2_1, 133 x nor2_1, Port Buffer Count 112, Leak about 0.014 µW, Hold Buf Count CTS 0
-- how the worst min path moves through the flow --
stage	start	end	slack, ns	cells after the start
after CTS	readReg1[3]	readData1[22]	5.40	4
after global routing	readReg1[3]	readData1[22]	5.46	4
final	readReg1[3]	readData1[22]	5.40	4
-- per-layer routing --
layer | up-vias | track usage [%] | share of wire (%)
met3 | 1418 | 32.4 | 19
met5 | - | 4.93 | 0.30
met4 | 34 | 29.5 | 9.8
met2 | 4057 | 55.1 | 37
li1 | 12400 | - | -
met1 | 15900 | 49.0 | 34
-- final cells by class --
class | count | area share, %
multi-input combinational | 1937 | 40.3
sequential | 1024 | 46.5
antenna | 20 | 0.152
tap | 1276 | 4.83
timing repair buffer | 325 | 8.08
inverter | 11 | 0.125
-- kinds of logic (layout without fill, tap and decap cells) --
group	Yosys count	in the layout	share of synthesized area, %
latches	1024	1024	52.7
buffers and inverters	242	336	3.79
AND-OR/OR-AND	1075	1075	27.8
AND/OR/NAND/NOR	736	736	12.3
other	1	52	0.0128
multiplexers	94	94	3.55
-- critical path: stages --
cell and delay, ns:
buf_4 0.30, buf_4 0.65, nand3b_2 0.65, nor2_4 0.90, buf_4 0.56, a222oi_1 0.13, nand3_1 0.12, nor2_1 0.05
a21oi_1 0.38, clkdlybuf4s50_1 0.55
-- cell usage after synthesis, types with 23 or more instances --
library cell     n
nor2b_1         23
o21ai_0         24
a31oi_1         26
buf_2          125
nor2_1         177
nand3_1         49
a22o_1          69
clkbuf_1        89
a22oi_1        662
a32oi_1         24
nor3_1          60
nand4_1         97
mux2_2          26
a21oi_1         91
nand2_1        207
nor4_1          26
a221oi_1        46
dlxtn_1       1024
a222oi_1        23
mux2i_1         63
-- metrics by stage --
stage               std cells  total power, µW  util (%)  hold slack [ns]
floorplan                3203              598         -             4.85
global placement         4572             1060      34.1             5.38
detailed placement       4572             1050      34.1             5.40
CTS                      4572             1050      34.1             5.40
global route             4575             1120      34.2             5.46
finish                   4593             1110      34.2             5.40
Power is estimated from default activity; no workload was simulated.
